--- /design/flow/config.mk ---
export PLATFORM = sky130hd
export DESIGN_NAME = moore
export DESIGN_NICKNAME = moore
export VERILOG_FILES = /design/flow/design.v
export SDC_FILE = /design/flow/constraint.sdc
export NUM_CORES = 4
export LEC_CHECK = 1
export CORE_AREA = 10 10 70 70
export DIE_AREA = 0 0 80 80
--- /design/flow/constraint.sdc ---
current_design moore

set clk_period 1.3
set clk_io_pct 0.2

create_clock -name clk0 -period $clk_period [get_ports {clk}]

set non_clock_inputs [all_inputs -no_clocks]
set_input_delay [expr $clk_period * $clk_io_pct] -clock clk0 $non_clock_inputs
set_output_delay [expr $clk_period * $clk_io_pct] -clock clk0 [all_outputs]
--- /design/flow/design.v ---
`timescale 1ns / 1ps
module moore(
	 input clk, reset,din,
    output reg dout,
    output reg [2:0] state
    );
parameter S0 = 3'b000,
S1 = 3'b001,
S2 = 3'b010,
S3 = 3'b011,
S4 = 3'b100;
always @(posedge clk or posedge reset) 
begin
    if (reset)
	 begin 
        dout <= 1'b0; 
        state <= S0; 
    end
    else 
begin 
        case (state) 
            S0: begin
                dout <= 1'b0;
                if (din) 
                    state <= S1;
                else
                    state <= S0;
            end
				S1: begin
                dout <= 1'b0;
                if (din) 
                    state <= S2;
                else
                    state <= S0;
            end
            S2: begin
                dout <= 1'b0;
                if (din) 
                    state <= S2;
                else
                    state <= S3;
            end
				 S3: begin
                dout <= 1'b0;
                if (din) 
                    state <= S4;
                else
                    state <= S0;
            end
            S4: begin
                dout <= 1'b1;
					 if (din) 
                    state <= S1; 
                else
                    state <= S0;
            end
            default: begin
                state <= S0;
            end
        endcase 
    end 
end
endmodule
--- /design/flow/run.sh ---
#!/bin/bash
# OpenROAD 26Q1-2900-gdf79404cd8, Yosys 0.63+post, stock flow scripts
make -C /OpenROAD-flow-scripts/flow DESIGN_CONFIG=/design/flow/config.mk WORK_HOME=/design/flow/orfs finish
==> flow_summary.yaml <==
# synthesis and place-and-route metrics
status:
  status: "finished, final reports clean"
cts:
  clock_latency_ns: 0.23
  ctsHoldBuffers: 0
  htreeDepth: 1
  ctsLongestPathBuffers: 2
  cts_sinks: 4
  root_buffer: "clkbuf_4"
  cts_buffers: 3
  cts_tree: "yes"
  clkTransAtPathRegs_ns: 0.04
setup_path:
  worstReg2RegStart: "state[1]"
  worstSetupEndpointType: "flip-flop"
  rrSetupSlack_ns: 0.19
  arrival_ns: 1.27
  critPathKind: "reg -> reg"
  worstPathRequired_ns: 1.46
  reg2reg_to: "state[0]"
  cp_max_fo: 6
  reg2reg_depth: 4
  start_kind: "flip-flop"
drt:
  drc: 0
  routed_wl_um: 465
  wl_per_cell_um: 6.28
  antenna_cells: 0
  post_drt_via_cell_ratio: 2.12
  ant_nets: 0
  first_pass_iters: 2
  drtIter0Drc: 8
  dr_total_vias: 157
global_routing:
  grt_start_max_net_pins: 7
  grtUsageTotal_pct: 1.53
  grt_pass1_wl_um: 786
  antenna_found_initial: 0
  grt_pass1_vias: 190
  gr-total-overflow: 0
worst_hold_path:
  hp-class: "in -> async"
floorplan:
  fp-row-count: 21
  ios: 7
  die-area_um2: 6400
  fp.dieW_um: 80
  coreArea_um2: 3420
  die_h_um: 80
  fp_util_pct: 4.84
synth:
  syn-instance-count: 14
  xor_share_pct: 0
  yosysTopAreaCellShare_pct: 60.6
  yosys-top-cells-count: "dfrtp_1, a21oi_1"
  ys_types: 10
  top_logic_kind: "simple AND/OR/NAND/NOR gates"
  synth-simple-area-share_pct: 26.5
  synth-edff-count: 0
  synth_dominant_cell_count: "dfrtp_1"
  synth-seq-area-share_pct: 60.6
  async_reset_ff_share_pct: 100
  ys_sh_mux_pct: 0
  netlist_area_um2: 165
  largest_area_cell: "dfrtp_1"
  avgSynthCellArea_um2: 11.8
  synth_adder_area_share_pct: 0
  ys.flops: 4
  synth_chip_area_um2: 165
  ys.flop_type: "dfrtp_1"
  ys_warn_count: 1
  ys_cells: 14
  compound_area_share_pct: 10.6
  area_leaders: "dfrtp_1, a21oi_1, and4b_1"
power_and_ir_drop:
  p_per_area_nw_per_um2: 1560
  leakage_nw: 0.169
  irDropWorstVdd_mv: 0.205
  power_mw: 0.532
placed_design:
  gp_congestion: 0.750
  io_buffers: 6
  dp_hpwl_um: 317
timing:
  worst_pin_slew_ns: 0.151
  fin_skew_ns: 0.00455
  finalSetupTns_ns: 0
  grt_setup_unrepaired: "false"
  timing.fmax_mhz: 899
  setup_viol_count_final: 0
  min_period_ns: 1.11
  final_min_period_over_clock_period_pct: 85.6
  slew-limit-headroom_pct: 89.9
  hold_viol_final: 0
  drv_slew: 0
final_layout:
  synthToLayoutAreaGrowth_pct: 107
  final_util_pct: 10.0
  n_fill_cell: 398
  drive_gt1_share_pct: 28.6
job:
  warnings: 25
  cap_violations: 0
[routing by layer]
layer | global-route usage (%) | part of all wire (%)
met2 | 2.01 | 34
met1 | 1.67 | 47
met4 | 0.880 | 1.7
met3 | 1.25 | 17
met5 | 0 | 0
[report_power, final]
group | internal (mW) | switching [mW]
combinational | 0.134 | 0.0749
sequential | 0.158 | 0.0159
clock | 0.103 | 0.0464
[state kept, by name (all words and copies together) (netlist names)]
register  count
dout          1
state         3
[placed cells by master (no fill, tap or decap)]
cell,n
inv_1,1
dlymetal6s2s_1,1
nor2_1,1
dlygate4sd2_1,3
o21a_1,1
nand2b_1,1
nand3b_1,1
or3b_1,1
a21oi_1,2
clkbuf_4,3
and4b_1,1
clkdlybuf4s50_1,2
or2b_1,1
dfrtp_1,4
buf_4,5
[final cells by class]
class                           count  area, um^2  share of cell area, %
Clock buffer                        3        22.5                   6.59
Inverter                            1        3.75                   1.10
Multi-Input combinational cell      9        61.3                   17.9
Sequential cell                     4         100                   29.3
Tap cell                           46        57.6                   16.8
Timing Repair Buffer               11        96.3                   28.2
[through the flow]
stage               hold WS, ns  area, um^2  std cells  setup slack, ns
CTS                       0.203         332         73          0.00163
global route              0.236         342         74            0.125
finish                    0.213         342         74            0.188
floorplan                0.0261         165         14            0.365
global placement          0.446         283         66           0.0207
detailed placement        0.455         283         66          0.00917
[cell families after synthesis]
logic type,Yosys count
flip-flops,4
AND/OR/NAND/NOR,6
AND-OR/OR-AND,3
buffers and inverters,1
[worst max-delay path by stage]
stage,startpoint,to,cells after the start
final,state[1],state[0],4
after CTS,state[1],state[1],1
after global routing,state[1],state[0],4
[timing repair]
item | 4_1_cts | 5_1_grt
endpoints found under the setup margin | 4 | 1
gates cloned | 0 | 0
gates resized | 3 | 1
setup buffers | 4 | 1
hold endpoints to repair | 0 | 0
[critical path: stages (launching register included)]
cell and delay (ns):
dfrtp_1 0.33, buf_4 0.11, buf_4 0.11, or3b_1 0.34
a21oi_1 0.15
