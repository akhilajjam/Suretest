$ cat design/flow/config.mk
export PLATFORM = sky130hd
export DESIGN_NAME = counter
export DESIGN_NICKNAME = counter
export VERILOG_FILES = /design/flow/design.v
export SDC_FILE = /design/flow/constraint.sdc
export NUM_CORES = 4
export LEC_CHECK = 1
export CORE_AREA = 10 10 70 70
export DIE_AREA = 0 0 80 80
$ cat design/flow/constraint.sdc
current_design counter

set clk_period 2.1
set clk_io_pct 0.2

create_clock -name clk0 -period $clk_period [get_ports {clk}]

set non_clock_inputs [all_inputs -no_clocks]
set_input_delay [expr $clk_period * $clk_io_pct] -clock clk0 $non_clock_inputs
set_output_delay [expr $clk_period * $clk_io_pct] -clock clk0 [all_outputs]
$ cat design/flow/design.v
`timescale 1ns / 1ps
module counter(
    input clk,
    input rst,
    output reg [3:0] upcounter,
    output reg [3:0] downcounter
    );
	 initial
	 begin
	 upcounter = 4'b0000;
	 downcounter = 4'b1111;
	 end
	 always @(posedge clk)
	 begin
	 if (rst == 1)
	 begin
	 upcounter <= 4'b0000;
	 end
	 else 
	 begin
	 upcounter <= upcounter + 1;
	 end
	 if(upcounter == 4'b1100)
	 begin
	 downcounter <= downcounter - 1;
	 end
	 end
	 endmodule
$ cat design/flow/run.sh
#!/bin/bash
# OpenROAD 26Q1-2900-gdf79404cd8, Yosys 0.63+post, stock flow scripts
make -C /OpenROAD-flow-scripts/flow DESIGN_CONFIG=/design/flow/config.mk WORK_HOME=/design/flow/orfs finish
==> results.yml <==
# implementation run metrics
power_and_ir_drop:
  vdd_drop_max_uv: 374
  cellLeakagePower_uw: 0.000202
  pwr_density_cell_nw_per_um2: 619
  finalPower_uw: 320
timing:
  skew_ps: 6.86
  tightest_slew_ps: 206
  finalClockPeriodUsage_pct: 75.3
  period_minus_slack_ps: 1580
  max_freq_mhz: 633
  hold_viol: 0
  tns_ps: 0
  setup_violations: 0
  relSlewSlack_pct: 86.2
  grt_setup_unrepaired: "no"
  maxSlewViolCount: 0
critical_path:
  reg2reg_slack_ps: 960
  crit_family: "buffers and inverters"
  crit_path_end_kind: "output port"
  cp.buffers_inverters: 1
  crit_type: "flop to output port"
  slowest_delay_ps: 510
  start_kind: "flop"
  crit_slowest_cell: "clkdlybuf4s50_1"
  worstPathCellList: "clkdlybuf4s50_1"
  cp.arrival_ps: 1160
  worstPathRequired_ps: 1680
  cp_max_fo: 5
floorplan:
  num_rows: 21
  initial_utilization_pct: 10.1
  coreArea_um2: 3420
  ioPinCount: 10
  dieWidth_um: 80
  dieArea_um2: 6400
  die_h_um: 80
routing:
  first_iter_violations: 11
  drt_pass1_iterations: 2
  drt-wirelength-per-cell_um: 7.26
  vias: 224
  vias_per_cell: 2.57
  drc: 0
  ant_nets: 0
  diodes: 0
  drt_wl_total_um: 632
grt:
  grt_usage_pct: 2.05
  antenna_found_initial: 0
  grt_max_degree: 6
  overflow: 0
  grt_pass1_vias: 231
  grt_pass1_wl_um: 993
yosys:
  numSynthFlops: 8
  ys_top_cells_by_area: "edfxtp_1, dfxtp_1, ha_1"
  ys_cells: 28
  synth_cells: 28
  ys_area_um2: 344
  yosys_warnings: 1
  netlist_area_um2: 344
  postSynthAreaPerCell_um2: 12.3
  yosysTopAreaCellShare_pct: 34.9
  largest_area_cell: "edfxtp_1"
  yosysSeqAreaShare_pct: 58.2
  synth_cell_types: 12
job:
  max_cap_violations: 0
  openroad.warnings: 26
finish:
  drive_gt1_share_pct: 14.6
  utilization_pct: 15.2
  syn2layout_area_growth_pct: 50.5
  final_layout_top_logic_cell: "clkdlybuf4s50_1"
  final_cell_mix: "clkdlybuf4s50_1, inv_1, edfxtp_1, dfxtp_1"
  nFillCells: 387
clocking:
  cts_root_buf: "clkbuf_4"
  clk_path_buf_depth: 2
  postCtsSetupRepairBufs: 0
  cts_resized: 0
  cts_hold_buf: 0
  cts_tree: "yes"
  clk_latency_ps: 250
  path_clk_slew_ps: 50
  cts_inserted_buffers: 3
  cts_max_level: 1
  numClockSinks: 8
placement:
  portBuffers: 9
  gp_congestion: 0.721
  place_hpwl_um: 493
hold_path:
  hold_class: "flop to flop"
status:
  status: "finished clean"
-- logic make-up (layout without fill, tap and decap cells) --
logic type,after synthesis,count (layout),synth area share [%]
simple gates,8,8,13.5
xor+xnor,3,3,7.64
buf+inv,5,18,5.46
fa+ha+maj,3,3,10.9
mux,1,1,4.36
flops,8,8,58.2
-- cell usage after synthesis, drive strengths merged --
library cell	n
nor2	3
xnor2	1
inv	5
mux2	1
dfxtp	4
nand3	1
xor2	2
ha	3
nor2b	2
and3	1
nor3	1
edfxtp	4
-- power by group --
group          total [µW]  internal [µW]  switching [µW]
Sequential            174            168            6.21
Combinational        21.1           14.7            6.37
Clock                 126           72.7            53.0
Total                 320            255            65.5
-- final cells by class --
| class | instances | area, µm² | area share (%) |
|---|---|---|---|
| Timing Repair Buffer | 9 | 90.1 | 17.4 |
| Inverter | 5 | 18.8 | 3.62 |
| Sequential cell | 8 | 200 | 38.6 |
| Clock buffer | 4 | 26.3 | 5.07 |
| Multi-Input combinational cell | 15 | 125 | 24.2 |
| Tap cell | 46 | 57.6 | 11.1 |
-- state kept, by name, summed over array words and instances (netlist names) --
signal / count
downcounter: 4
upcounter: 4
-- per-layer routing --
layer  track usage (%)  routed length (µm)  up-vias
li1                  -                   -      116
met3              3.18                 169        0
met1              2.16                 283       92
met4             0.176                   0        0
met5                 0                   0        -
met2              2.17                 178       16
-- per-stage QoR --
step	setup slack [ps]	cells	hold slack, ps	area [µm²]
6_report	520	87	488	518
5_1_grt	448	87	548	518
4_1_cts	495	87	495	518
3_5_place_dp	690	83	479	492
3_3_place_gp	716	83	482	492
2_1_floorplan	1040	28	440	344
-- final timing paths --
| kind | startpoint | to | cells after the start |
|---|---|---|---|
| worst max-delay path | upcounter[0]$_SDFF_PP0_ | upcounter[0] | 1 |
| worst min-delay path | upcounter[0]$_SDFF_PP0_ | upcounter[0]$_SDFF_PP0_ | 1 |
| worst max register to register | upcounter[0]$_SDFF_PP0_ | downcounter[2]$_DFFE_PN_ | 3 |
| worst min register to register | upcounter[0]$_SDFF_PP0_ | upcounter[0]$_SDFF_PP0_ | 1 |
No activity file was given, so power comes from the tool's default toggle rates.
