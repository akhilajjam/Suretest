==> flow/design.v <==
`timescale 1ns / 1ps
module multi(
    input [2:0] A, B,
    output [5:0] P);
    wire b0, b1, b2;
    wire a0, a1, a2;
    wire s0, s1, s2;
    wire c1, c2, c3;
    assign P[0] = A[0] & B[0];
    assign b0 = A[1] & B[0];
    assign b1 = A[2] & B[0];
	 assign a0 = A[0] & B[1];
    assign a1 = A[1] & B[1];
    assign a2 = A[2] & B[1];
    assign b2 = A[0] & B[2];
    assign c1 = A[1] & B[2];
    assign c2 = A[2] & B[2];
    assign {c3, s0} = b0 + a0;
    assign {c1, s1} = b1 + a1 + c3;
    assign {c2, s2} = a2 + c1;
    assign P[1] = s0;
    assign {P[4], P[2]} = s1 + b2;
    assign {P[5], P[3]} = s2 + c2;
endmodule
==> flow/run.sh <==
#!/bin/bash
# OpenROAD 26Q1-2900-gdf79404cd8, Yosys 0.63+post, stock flow scripts
make -C /OpenROAD-flow-scripts/flow DESIGN_CONFIG=/design/flow/config.mk WORK_HOME=/design/flow/orfs finish
==> flow/config.mk <==
export PLATFORM = sky130hd
export DESIGN_NAME = multi
export DESIGN_NICKNAME = multi
export VERILOG_FILES = /design/flow/design.v
export SDC_FILE = /design/flow/constraint.sdc
export NUM_CORES = 4
export LEC_CHECK = 1
export CORE_AREA = 10 10 70 70
export DIE_AREA = 0 0 80 80
==> flow/constraint.sdc <==
current_design multi

set clk_period 1.0
set clk_io_pct 0.2

create_clock -name clk0 -period $clk_period

set non_clock_inputs [all_inputs -no_clocks]
set_input_delay [expr $clk_period * $clk_io_pct] -clock clk0 $non_clock_inputs
set_output_delay [expr $clk_period * $clk_io_pct] -clock clk0 [all_outputs]
==> impl_metrics.csv <==
group,metric,value,unit
finish,area_growth,174.8,%
finish,drive_gt1_share,65.52,%
timing,drv_slew,0,
global_routing,grt_pass1_vias,155,
global_routing,antenna_found_initial,0,
global_routing,grtUsageMet2,2.488,%
logic_synthesis,synthCells,17,
logic_synthesis,xor_share,17.76,%
critical_path,crit_arrival,1.17,ns
placed_design,portBuffers,12,
finish,final_layout_top_logic_cells,"buf_6 (8), inv_1 (3), and2_4 (3), ha_4 (3)",
timing,finalCritPeriodShare,137.0,%
logic_synthesis,simple_gate_area_share,36.45,%
placed_design,place_congestion,0.7674,
critical_path,required,0.80,ns
timing,tns,-0.7026,ns
global_routing,top_usage_layer,"met2",
global_routing,overflow,0,
global_routing,grtUsageTotal,1.665,%
logic_synthesis,yosys.stat.chipArea,133.9,µm²
logic_synthesis,ys_types,6,
global_routing,grt_use_met1,1.985,%
run,drv_cap,0,
logic_synthesis,fa_ha_area_share,37.38,%
hold_path,hold_depth,3,
logic_synthesis,mux_share,0,%
global_routing,grt_max_degree,4,
critical_path,worstSetupPathType,"input pin to primary output",
logic_synthesis,synth.comb.largest_family,"adder cells",
timing,max_freq,730.0,MHz
critical_path,start_kind,"input pin",
routing,wl,527,µm
pwr,power_per_cell_area,353.2,nW/µm²
pwr,swShare,30.25,%
pwr,cellLeakagePower,0.1747,nW
finish,clkbuf_count,0,
floorplanning,fp-utilization,3.919,%
floorplanning,io_pins,12,
pwr,report.power.total,0.1299,mW
routing,ant_nets,0,
floorplanning,num_rows,21,
floorplanning,dieWidth,80,µm
logic_synthesis,yosysWarnings,2,
routing,route.detailed.drc,0,
hold_path,hp-class,"input pin to primary output",
routing,antenna_cells,0,
critical_path,critPathCaptureType,"primary output",
routing,vias_per_cell,1.973,
finish,ff_count,0,
global_routing,gr-usage-met3,1.250,%
floorplanning,die_height,80,µm
global_routing,grt_pass1_wl,841,µm
logic_synthesis,syn_area,133.9,µm²
logic_synthesis,post_synth.cell_area_avg,7.875,µm²
pwr,power.switching,0.03931,mW
timing,fin_crit,1.370,ns
routing,avgRoutedWirePerCell,7.027,µm
pwr,intPower,0.09062,mW
pwr,comb_power_share,100.0,%
pwr,p_seq_share,0,%
routing,first_pass_iters,1,
run,tool_warnings,36,
hold_path,hold_end,"P[0]",
timing,setup_viol,3,
pwr,peakVddDrop,0.09241,mV
hold_path,min_from,"A[0]",
logic_synthesis,ys_sh_aoi,0,%
logic_synthesis,postSynthSeqShare,0,%
pwr,p_clk_share,0,%
critical_path,crit_fanout,3,
timing,finalHoldViolCount,0,
finish,nFillCells,400,
logic_synthesis,ys_cells,17,
timing,rsz0062_at_grt,"yes",
finish,seq_area,0,µm²
routing,drt-initial-drc-count,0,
routing,routed-via-count,148,
timing,final.setup.worst_slack,-0.3700,ns
floorplanning,dieArea,6400,µm²
timing,max_slew.worst_pin.slew,0.1139,ns
floorplanning,core,3416,µm²
cts,cts_setup_buffers,0,
finish,layout_top_cell,"buf_6",
timing,slew_headroom,92.39,%
cts,cts_hold_buf,0,
outcome,violations,"setup timing",
outcome,status,"finished, violations left",
-- cells in the mapped netlist --
library cell / number / area, µm²
ha_1: 4 / 50.05
and2_2: 2 / 15.01
inv_1: 3 / 11.26
nand2_1: 4 / 15.01
xor3_1: 1 / 23.77
and2_1: 3 / 18.77
-- metrics by stage --
stage / utilization [%] / area (µm²) / hold WS, ns / setup WS (ns) / std cells
after global placement: 9.597 / 327.8 / 1.437 / -1.155 / 75
after CTS: 9.377 / 320.3 / 0.8020 / -0.5556 / 75
after global routing: 10.77 / 367.9 / 0.8090 / -0.3926 / 75
after detailed placement: 9.597 / 327.8 / 1.447 / -1.163 / 75
final: 10.77 / 367.9 / 0.7896 / -0.3700 / 75
after floorplan: - / 150.1 / 0.4914 / -0.1087 / 17
-- power by group through the flow --
stage     clock (mW)  sequential, mW  combinational (mW)
4_1_cts            0               0              0.0985
5_1_grt            0               0               0.145
6_report           0               0               0.130
-- cell families after synthesis --
kind of cell,Yosys count
AND/OR/NAND/NOR,9
XOR/XNOR,1
buffers and inverters,3
adder cells (fa/ha/maj),4
-- worst max-delay path, stage by stage --
cell and delay, ns:
buf_6 0.10, and2_4 0.15, ha_4 0.15, xor3_1 0.21, ha_4 0.29, buf_6 0.07
-- per-layer routing --
| layer | part of all wire [%] | vias to the layer above |
|---|---|---|
| li1 | - | 76 |
| met1 | 38 | 65 |
| met2 | 43 | 7 |
| met3 | 19 | 0 |
| met4 | 0 | 0 |
| met5 | 0 | - |
-- what timing repair did --
| item | 4_1_cts | 5_1_grt |
|---|---|---|
| pin swaps | 8 | 4 |
| setup endpoints to repair | 6 | 5 |
| gates resized | 47 | 7 |
-- area by class of cell --
type,count,area (µm²),area share [%]
Multi-Input combinational cell,14,171.4,46.60
Timing Repair Buffer,12,127.6,34.69
Tap cell,46,57.56,15.65
Inverter,3,11.26,3.061
-- worst max-delay path by stage --
stage	start	to	slack, ns
global route	A[1]	P[2]	-0.39
finish	A[1]	P[2]	-0.37
CTS	A[0]	P[2]	-0.56
Power and IR drop assume default switching activity.
